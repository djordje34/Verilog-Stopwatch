===== /design/flow/run.sh =====
#!/bin/bash
# OpenROAD 26Q1-2900-gdf79404cd8, Yosys 0.63+post, stock flow scripts
make -C /OpenROAD-flow-scripts/flow DESIGN_CONFIG=/design/flow/config.mk WORK_HOME=/design/flow/orfs finish

===== /design/flow/config.mk =====
export PLATFORM = sky130hd
export DESIGN_NAME = sevenseg
export DESIGN_NICKNAME = sevenseg
export VERILOG_FILES = /design/flow/design.v
export SDC_FILE = /design/flow/constraint.sdc
export NUM_CORES = 4
export LEC_CHECK = 1
export CORE_AREA = 10 10 70 70
export DIE_AREA = 0 0 80 80

===== /design/flow/constraint.sdc =====
current_design sevenseg

set clk_period 2.4
set clk_io_pct 0.2

create_clock -name clk0 -period $clk_period [get_ports {clk1}]

set non_clock_inputs [all_inputs -no_clocks]
set_input_delay [expr $clk_period * $clk_io_pct] -clock clk0 $non_clock_inputs
set_output_delay [expr $clk_period * $clk_io_pct] -clock clk0 [all_outputs]

===== /design/flow/design.v =====
module sevenseg
(
	input              clk1,
	input       [3:0]  digit0,
	input       [3:0]  digit1,
	input       [3:0]  digit2,
	input       [3:0]  digit3,
	input       [1:0]  decplace,
	output reg  [6:0]  seg1,
	output reg  [3:0]  an1
);
reg   [1:0]  cnt;
reg   [3:0]   digit;
initial begin
  cnt = 2'b0;   
end
always @(cnt[16:15]) begin	 
	case (cnt[1:0])
		2'b11:   an1 <= 4'b1110;
		2'b10:   an1 <= 4'b1101;
		2'b01:   an1 <= 4'b1011;
		default: an1 <= 4'b0111;
	endcase
end
always @(cnt[1:0] or digit0 or digit1 or digit2 or digit3) begin  
	case (cnt[1:0])
		2'b00:   digit <= digit0;
		2'b01:   digit <= digit1;
		2'b10:   digit <= digit2;
		default: digit <= digit3;
	endcase
	case (digit)
		4'h0:    seg1 <= 7'b1000000;
		4'h1:    seg1 <= 7'b1111001;
		4'h2:    seg1 <= 7'b0100100;
		4'h3:    seg1 <= 7'b0110000;
		4'h4:    seg1 <= 7'b0011001;
		4'h5:    seg1 <= 7'b0010010;
		4'h6:    seg1 <= 7'b0000010;
		4'h7:    seg1 <= 7'b1111000;
		4'h8:    seg1 <= 7'b0000000;
		4'h9:    seg1 <= 7'b0010000;
		default: seg1 <= 7'b1111111;  
	endcase
end
always @(posedge clk1) begin
	if(cnt[1:0] == 2'b11)	 
		cnt[1:0]<=2'b00;
	else
		cnt <= cnt + 1;
end
endmodule

==> notes.md <==
Flow results.

- The count of mapped cells out of synthesis is 52.
- On the final layout, the worst clock skew is 0.000321 ns.
- The max-slew check reports its worst relative slack as 0.686.
- At the floorplan stage, the core utilization is reported as 0.118.
- The pin count of the biggest net entering global routing is 7.
- Max-slew check failures listed in the final report amount to 0.
- The post-synthesis sequential element count is 2.
- The register with the most flip-flops in the layout has 2 of them.
- The total leakage power is 0.000446 uW.
- The area of the die is 0.00640 sq mm.
- Setup repair after global routing could not meet its margin everywhere.
- After routing, the total negative slack on setup checks comes to -0.244 ns.
- The half-perimeter wire length after placement is 1250 um.
- In this run the layout overhead on the synthesized area is reported as 160%.
- The final antenna diode count is 0.
- The report lists the power per cell area as 176 mW/mm^2.
- Across all stage logs, warnings added up to 35.
- Clock tree synthesis found a total of 2 sinks.
- Of the cells placed in the final design, the portion with a size suffix greater than 1 is 0.563.
- Per the placement log, port buffering inserted 27 buffers.
- The placement stage leaves a total instance area of 812 sq um.
- The number of top-level pins is 30.
- The routability congestion estimate is 0.815.
- The register clock-pin slew on the reported worst setup and hold paths is 0.03 ns.
- The cell accounting for the most synthesized area is sky130_fd_sc_hd__ha_1.
- The total clock buffers created by CTS is 3.
- The peak clock frequency supported by timing is 407 MHz.
- The post-detailed-route count of antenna-violating nets is 0.
- The slowest stage cell on the critical path is sky130_fd_sc_hd__a222oi_1.
- The first-pass GRT wire length is 2620 um.
- The register share after synthesis is 0.0997.
- Once layout is complete, the utilization of the core stands at 0.306.
- The total length of routed wires is 1630 um.
- From left edge to right edge, the die measures 80 um.
- Looking at the max-slew report, the worst-margin pin has a slew of 0.462 ns.
- In the finished design, the share of the clock period the worst path needs comes to 1.02.
- In this run the cell area of the synthesized design comes to 402 sq um.
- After synthesis, the cell types taking the most area are sky130_fd_sc_hd__ha_1 (25%), sky130_fd_sc_hd__a222oi_1 (10%), sky130_fd_sc_hd__dfxtp_1 (10%).
- Looking at the clock tree report, the maximum root-to-sink buffer count equals 2.
- The number of hold buffers added after CTS is 0.
- TritonCTS built the clock tree.
- The via count of the first global-routing pass was 578.
- The final timing report lists a hold violation count of 0.
- According to the floorplan report, the placeable core area is 0.00342 sq mm.
- The largest incremental delay on the critical path is 0.38 ns.
- The kind of start point of the critical path is a flop.
- The total global routing track utilization is 0.0491.
- The H-tree depth reported by CTS is 1.
- The checks that failed: setup timing.
- The final global-route overflow total is 0.
- For this sky-water flow run, the detailed-routed wirelength per cell is reported as 10.9 um.
- For reference, the critical path cell chain is inv_4, ha_4, a222oi_1, mux2i_2, buf_4, buf_6, inv_4, ha_4, nand2_2, nand3_2, buf_2.
- Per the skew report, the later register of the worst-skew pair sees a clock latency of 0.22 ns.
- In the final layout, the registers with the most flip-flops are cnt: 2 flops.
- The register with the most flip-flops is cnt.
- The via count is 570.
- The detailed-route vias per instance is 3.83.
- After layout, the minimum clock period comes to 2.46 ns.
- The pre-antenna-repair detailed-routing pass consisted of 4 iterations.
- The area share of the largest cell type after synthesis is 0.249.
- Per the log, the first TritonRoute iteration ended with a DRC count of 22.
- The worst path buffer plus inverter count is 5.
- The tally of yosys warning messages is 1.
- After synthesis, the mean cell area works out to 7.72 sq um.
- In the routed design, unresolved DRC markers number 0.
- The synthesized netlist has a Yosys-reported chip area of 402 sq um.
- The number of rows created at floorplan is 21.
- The count of fill cells added during filler insertion is 344.
- STA reports the tightest min-delay check as being of type reg2reg.
- For the worst setup path, the data arrival time is 1.98 ns.
- The analysis reports a worst IR drop on VDD of 0.000112 V.
- The root buffer cell chosen for the clock tree is sky130_fd_sc_hd__clkbuf_4.
- The number of distinct library cell variants in the gate-level netlist after synthesis is 19.
- The kind of cell adding the most delay to the critical path is buffers and inverters.
- The report shows a maximum critical-path fanout of 4.
- The number of antenna violations at the first check in global routing is 0.
- The critical path is of the reg2out type.
- The number of maximum-capacitance violations recorded for the run is 0.
- The worst setup path is captured at an output pin.
- The number of failing setup endpoints in the final timing report is 7.
- The endpoint required time on the critical path is 1.92 ns.
- The vertical die size is 80 um.
- For the completed layout, the total cell area is recorded as 0.00105 sq mm.
- The flow ran to the end, but the final reports show violations.
- Across all setup checks in the final design, the least slack found is -0.0581 ns.
- The number of cells in Yosys stat is 52.
-- report_power, final --
part / internal, uW / total [uW] / switching, uW
combinational: 48.1 / 77.7 / 29.6
sequential: 31.2 / 31.2 / 0
clock: 55.2 / 75.1 / 19.9
total: 135 / 184 / 49.4
-- placed cells by master (no fill, tap or decap), types with 3 or more instances in the layout --
master,count
sky130_fd_sc_hd__buf_2,6
sky130_fd_sc_hd__a222oi_1,4
sky130_fd_sc_hd__clkdlybuf4s50_1,16
sky130_fd_sc_hd__a21oi_1,3
sky130_fd_sc_hd__clkbuf_4,3
sky130_fd_sc_hd__dlygate4sd2_1,4
sky130_fd_sc_hd__buf_4,15
sky130_fd_sc_hd__buf_6,6
sky130_fd_sc_hd__inv_1,8
sky130_fd_sc_hd__inv_4,4
sky130_fd_sc_hd__ha_4,5
-- tightest hold or removal path: cells and delay by family, from the launching register on --
| family | cells | cell delay [ns] |
|---|---|---|
| AND/OR/NAND/NOR | 1 | 0.03 |
| buffers and inverters | 1 | 0.11 |
| flip-flops | 1 | 0.36 |
-- layout make-up --
class | instances | area, sq um | area share
Multi-Input combinational cell | 38 | 453 | 0.433
Tap cell | 46 | 57.6 | 0.0550
Timing Repair Buffer | 48 | 410 | 0.392
Inverter | 12 | 55.1 | 0.0526
Clock buffer | 3 | 22.5 | 0.0215
Sequential cell | 2 | 47.5 | 0.0455
-- what timing repair did --
action | 4_1_cts | 5_1_grt
gates resized | 63 | 8
gates cloned | 0 | 0
setup buffers | 11 | 0
setup endpoints to repair | 7 | 7
pin swaps | 15 | 6
-- per-layer routing --
metal	part of all wire	GRT usage	up-vias
li1	-	-	288
met1	0.38	0.0504	270
met2	0.54	0.0939	12
met3	0.081	0.0182	0
met4	0	0.00528	0
met5	0	0	-
-- cell usage after synthesis --
library cell,number
sky130_fd_sc_hd__a211oi_1,1
sky130_fd_sc_hd__a21oi_1,4
sky130_fd_sc_hd__a222oi_1,4
sky130_fd_sc_hd__a31oi_1,1
sky130_fd_sc_hd__dfxtp_1,2
sky130_fd_sc_hd__ha_1,8
sky130_fd_sc_hd__inv_1,10
sky130_fd_sc_hd__inv_2,2
sky130_fd_sc_hd__mux2_2,2
sky130_fd_sc_hd__mux2i_1,4
sky130_fd_sc_hd__mux2i_2,1
sky130_fd_sc_hd__nand2_1,3
sky130_fd_sc_hd__nand3_1,2
sky130_fd_sc_hd__nand4_1,1
sky130_fd_sc_hd__nor2_1,2
sky130_fd_sc_hd__nor2b_1,2
sky130_fd_sc_hd__nor3_1,1
sky130_fd_sc_hd__o21ai_0,1
sky130_fd_sc_hd__o21ai_2,1
-- cell families (layout without fill, tap and decap cells) --
group / after synthesis / in the layout / synth area share
compound gates: 12 / 12 / 0.218
simple gates: 11 / 11 / 0.131
mux: 7 / 7 / 0.190
flops: 2 / 2 / 0.0997
fa+ha+maj: 8 / 8 / 0.249
buf+inv: 12 / 63 / 0.112
-- worst paths after layout --
check	depth (start not counted)	slack (ns)	startpoint	to
max	11	-0.06	cnt[0]$_SDFF_PN0_	seg1[0]
min	2	0.54	cnt[0]$_SDFF_PN0_	cnt[0]$_SDFF_PN0_
max reg2reg	3	1.52	cnt[0]$_SDFF_PN0_	cnt[0]$_SDFF_PN0_
min reg2reg	2	0.54	cnt[0]$_SDFF_PN0_	cnt[0]$_SDFF_PN0_
-- through the flow --
step / hold slack, ns / setup slack (ns) / power, uW / std cells
floorplan: 0.433 / 0.271 / 52.2 / 52
finish: 0.541 / -0.0581 / 184 / 149
detailed placement: 0.564 / -0.478 / 102 / 136
global route: 0.563 / -0.204 / 197 / 149
CTS: 0.539 / -0.0839 / 192 / 149
global placement: 0.559 / -0.510 / 102 / 136
No activity file was given, so power comes from the tool's default toggle rates.
